<file path="design.v">
module bit16_adder
(
in1, in2, out, carry
);
input [15:0]in1,in2;
output [15:0] out;
output carry;
wire [2:0] c_out;
bit4_adder A0 (in1[3:0],in2[3:0],out[3:0], 1'b0, c_out[0]);
bit4_adder A1 (in1[7:4],in2[7:4],out[7:4], c_out[0], c_out[1]);
bit4_adder A2 (in1[11:8],in2[11:8],out[11:8],c_out[1], c_out[2]);
bit4_adder A3 (in1[15:12],in2[15:12],out[15:12],c_out[2], carry);
endmodule
module bit4_adder 
 (
     in1, in2, out, c_in, c_out
 );
 input [3:0]in1, in2; input c_in;
 output [3:0] out;    output c_out;
 wire c1,c2,c3;
   f_adder h1 (in1[0], in2[0], out[0],c_in, c1);
   f_adder h2 (in1[1], in2[1], out[1],c1, c2);
   f_adder h3 (in1[2], in2[2], out[2],c2, c3);
   f_adder h4 (in1[3], in2[3], out[3],c3, c_out);
 endmodule
 module f_adder
 (
 in1, in2, y, c_in, c_out
 );
 input in1, in2, c_in;
 output y, c_out;
wire t1,t2,t3;
xor n1 (t1,in1, in2), n2(y,t1,c_in);
and a1 (t2, c_in, t1), a2 (t3,in1,in2);
or (c_out, t2,t3);
endmodule
</file>
<file path="run.sh">
#!/bin/bash
# OpenROAD 26Q1-2900-gdf79404cd8, Yosys 0.63+post, stock flow scripts
make -C /OpenROAD-flow-scripts/flow DESIGN_CONFIG=/design/flow/config.mk WORK_HOME=/design/flow/orfs finish
</file>
<file path="config.mk">
export PLATFORM = sky130hd
export DESIGN_NAME = bit16_adder
export DESIGN_NICKNAME = bit16_adder
export VERILOG_FILES = /design/flow/design.v
export SDC_FILE = /design/flow/constraint.sdc
export NUM_CORES = 4
export LEC_CHECK = 1
export CORE_AREA = 10 10 70 70
export DIE_AREA = 0 0 80 80
</file>
<file path="constraint.sdc">
current_design bit16_adder

set clk_period 14.2
set clk_io_pct 0.2

create_clock -name clk0 -period $clk_period

set non_clock_inputs [all_inputs -no_clocks]
set_input_delay [expr $clk_period * $clk_io_pct] -clock clk0 $non_clock_inputs
set_output_delay [expr $clk_period * $clk_io_pct] -clock clk0 [all_outputs]
</file>
==> results.ini <==
[outcome]
outcome=completed

[final_timing]
tightest_slew_ps=101
setup_viol=0
fmaxAchievable_ghz=0.0788
period_minus_slack_ps=12690
layout_setup_ws_ps=1510
finalCritPeriodShare=0.894
slew_viol_final=0
rsz0062_at_grt=no
finalSetupTns_ps=0
hold_viol=0
relSlewSlack=0.932

[pwr]
p_int_mw=0.0268
pwr-share-clk=0
p_per_area_nw_per_um2=40.7
switching_power_mw=0.00902
sequentialPowerShare=0
leakagePower_nw=0.337
p_comb_frac=1.000
ir_drop_mv=0.0146
swShare=0.252

[hold_path]
hold_end=out[0]
hp-start=in2[0]
worstHoldPathCells=3
min_path_type=in2out

[synth]
ys_seq_share=0
mux_share=0
avgSynthCellArea_sq_um=12.2
yosys_area_sq_um=452
aoi_share=0
ys_sh_simple=0
yosysWarnings=0
synthCells=37
xor_share=0
syn_area_sq_um=452
ys_types=4
fa_ha_area_frac=0.693
ys_cells=37
topCombFamilyByArea=adder cells

[setup_path]
critical_path_class=in2out
arrival_ps=9850
setup.worst_path.start=in1[0]
required_ps=11360
cp-end-kind=output pin
path_max_fanout=1
critPathLaunchType=primary input

[place]
gp_congestion=0.853
portBuffers=49
hpwlAfterDp_microns=1410
pre_cts_ws_ps=1460

[floorplan]
row_count=21
die_width_microns=80
fp-utilization=0.132
die_y_microns=80
core_sq_um=3420
dieArea_sq_um=6400
io_pins=49

[global_routing]
grt_pass1_vias=417
grt_max_degree=2
grt_first_pass_wirelength_microns=2080
antenna_found_initial=0
track_usage=0.0417
overflow=0

[final_layout]
drive_gt1_frac=0
lay_top_count=clkdlybuf4s50_1
num-fill-cells=369
nClkBuffers=0
post-route-util=0.258
seq_area_sq_um=0
seq_cell_count=0
area_growth_pct=94.7
lay_top_cells=clkdlybuf4s50_1, fa_1, inv_1

[routing]
met3_length_microns=534
wl_met1_microns=496
drt-initial-drc-count=1
via_per_inst=3.11
antenna_left=0
dr_total_vias=361
antenna_cells_inserted=0
wirelength_microns=1410
dr_wl_met2_microns=383
top_layer=met3
drt_first_pass_iters=2
wl_per_cell_microns=12.2
drc=0

[run]
warnings=32
drv_cap=0

[cts]
cts_resized=0
cts_setup_buffers=0
cts_hold_buffers=0

==> power by group through the flow <==
| stage | Clock, mW | Combinational [mW] | Sequential (mW) |
|---|---|---|---|
| CTS | 0 | 0.0370 | 0 |
| global route | 0 | 0.0406 | 0 |
| finish | 0 | 0.0358 | 0 |
==> Yosys cell counts <==
| library cell | n | share of area |
|---|---|---|
| inv_1 | 5 | 0.042 |
| fa_1 | 15 | 0.66 |
| buf_4 | 16 | 0.27 |
| ha_1 | 1 | 0.028 |
==> area by class of cell <==
type,instances,area (sq um),share of cell area
multi-input combinational,16,313,0.356
inverter,5,18.8,0.0213
timing repair buffer,49,490,0.558
tap,46,57.6,0.0654
==> critical path: stages <==
cell,delay [ps]
clkdlybuf4s50_1,400
ha_1,210
fa_1,380
fa_1,390
fa_1,390
fa_1,390
fa_1,380
fa_1,380
fa_1,380
fa_1,390
fa_1,380
fa_1,380
fa_1,390
fa_1,390
fa_1,390
fa_1,380
inv_1,80
fa_1,400
inv_1,60
clkdlybuf4s50_1,470
==> per-stage QoR <==
step                      power [mW]  hold WS, ps  cells  cell area (sq um)
after global routing          0.0406         6740    116                880
after floorplan               0.0174         5850     37                452
after global placement        0.0367         6710    116                880
after CTS                     0.0370         6730    116                880
after detailed placement      0.0368         6720    116                880
final                         0.0358         6720    116                880
==> worst max-delay path by stage <==
stage                 endpoint  slack (ps)
after CTS              out[15]        1460
after global routing   out[15]        1260
final                  out[15]        1510
==> kinds of logic (layout without fill, tap and decap cells) <==
| logic type | count (synthesis) | in the layout |
|---|---|---|
| fa+ha+maj | 16 | 16 |
| buf+inv | 21 | 54 |
==> layer usage <==
| layer | global-route usage | up-vias |
|---|---|---|
| met5 | 0 | - |
| met4 | 0 | 0 |
| met3 | 0.0602 | 0 |
| met2 | 0.0441 | 51 |
| met1 | 0.0482 | 153 |
| li1 | - | 157 |
Power figures rest on the tool's default switching activity, not on a simulated workload.
