**config.mk**
```make
export PLATFORM = sky130hd
export DESIGN_NAME = FIFO
export DESIGN_NICKNAME = FIFO
export VERILOG_FILES = /design/flow/design.v
export SDC_FILE = /design/flow/constraint.sdc
export NUM_CORES = 4
export LEC_CHECK = 1
export CORE_UTILIZATION = 40
```
**constraint.sdc**
```tcl
current_design FIFO

set clk_period 6.0
set clk_io_pct 0.2

create_clock -name clk0 -period $clk_period [get_ports {clock}]

set non_clock_inputs [all_inputs -no_clocks]
set_input_delay [expr $clk_period * $clk_io_pct] -clock clk0 $non_clock_inputs
set_output_delay [expr $clk_period * $clk_io_pct] -clock clk0 [all_outputs]
```
**design.v**
```verilog
module FIFO(
clock, data_In, read, write, enable, data_Out, reset, isEmpty, isFull
    );
input clock, read,write, enable, reset;                
input [15:0] data_In;                            
output isEmpty, isFull;
output reg [15:0] data_Out;
reg [15:0] FIFO [0:9];
reg [3:0] Count = 0;
reg [3:0] readCount = 0;
reg [3:0] writeCount = 0;
assign isEmpty = (Count==0)?1'b1:1'b0;
assign isFull = (Count==10)?1'b1:1'b0;
always @ (posedge clock)
begin
if(enable==0);  
else begin
      if(reset)
        begin
        readCount=0;     
        writeCount=0;     
        end
      else if(read==1'b1 && Count!=0) 
         begin
         data_Out = FIFO[readCount];              
         readCount = readCount+1;                 
         end
      else if(write==1'b1 && Count<10)
          begin
          FIFO[writeCount]=data_In;              
          writeCount= writeCount+1;             
          end   
       else;
       end
if(writeCount==10) writeCount=0;
else if(readCount==10) readCount=0;
else;
if(readCount > writeCount) begin
  Count = readCount-writeCount;
  end
else if(readCount<writeCount) begin
  Count=writeCount-readCount;
  end
else;
end
endmodule
```
**run.sh**
```bash
#!/bin/bash
# OpenROAD 26Q1-2900-gdf79404cd8, Yosys 0.63+post, stock flow scripts
make -C /OpenROAD-flow-scripts/flow DESIGN_CONFIG=/design/flow/config.mk WORK_HOME=/design/flow/orfs finish
```
==> out/qor_table.md <==
| Quantity | Reported |
|:---|:---|
| Clock latency of the later-clocked register in the worst-skew pair | 0.42 ns |
| Die Wd | 140.8 um |
| Pin count of the biggest net entering global routing | 41 |
| Count of maximum capacitance violations | 0 |
| Average cell area after synthesis | 18.30 sq um |
| Final hold slack | 0.6242 ns |
| Number of detailed-route iterations in the first pass | 6 |
| Core ar. | 0.01877 sq mm |
| Final core utilization | 0.4793 |
| Crit path kind | input port to flop |
| Maximum achievable frequency | 222.6 MHz |
| First-pass GRT wire length | 23.18 mm |
| Cell type contributing the most total cell area after synthesis | sky130_fd_sc_hd__edfxtp_1 |
| Lkg Pwr | 2.877 nW |
| Post-synth area from yosys stat | 0.007705 sq mm |
| Reg-to-reg slack, setup | 2.24 ns |
| Result of the run | finished clean |
| Syn-to-layout area delta | 16.76% |
| DRC Markers | 0 |
| Vias | 3970 |
| Dominant register cell | sky130_fd_sc_hd__edfxtp_1 |
| Netlist cell types | 48 |
| Setup repair after global routing missed its margin | false |
| Filler Cells Inserted | 1540 |
| Portion of total power attributed to the clock network | 0.320 |
| Final hold violation count | 0 |
| Detailed router's first-iteration violation count | 216 |
| Height of the die | 140.8 um |
| Data arrival time of the worst path | 4.66 ns |
| Shortest period the worst path allows | 4.492 ns |
| P_sw | 0.0009447 W |
| Sequential cell area fraction in the yosys report | 0.7223 |
| Antenna diodes | 0 |
| Antenna violations before repair | 0 |
| Count of library flops with an enable pin | 180 |
| Weighted congestion at the end of routability-driven global placement | 0.8511 |
| Number of instances resized during post-cts repair | 0 |
| Worst reg2reg startpoint | Count[2] |
| Cell internal power dissipation | 0.002465 W |
| Cell count in the Yosys report | 421 |
| Worst min-delay path startpoint | FIFO[8][0] |
| Gate count of the mapped netlist | 421 |
| Number of failing setup endpoints in the final timing report | 0 |
| Sinks on Clock Net | 188 |
| Synthesized flop and latch total | 188 |
| Buffers inserted during post-CTS setup optimization | 0 |
| Peak VDD IR | 0.2275 mV |
| Worst-Margin Slew | 0.6539 ns |
| Detail Route Antenna Nets | 0 |
| Number of global-route vias before repair | 4305 |
| I/O pin total | 39 |
| Critical Path Sink Type | flop |
| Clock tree buffer depth | 2 |
| Register share of total power | 0.471 |
| Root cell of the clock tree | sky130_fd_sc_hd__clkbuf_16 |
| Share of power burned in combinational logic | 0.209 |
| Yosys warnings | 1 |
| Number of pins with negative max-slew slack in the final report | 0 |
| Fraction of final layout cells sized beyond drive strength 1 | 0.1852 |
| Remaining global-route overflow | 0 |
| Capture instance of the worst register-to-register path | Count[3] |
| Wirelength per Cell | 20.71 um |
| Hpwl dp | 8.185 mm |
| Hold path depth | 2 |
| Number of buffers added on ports | 38 |
| Depth of the worst register-to-register path | 11 |
| Sw Ratio | 0.2770 |
| Power density of the placed cells | 379.1 mW/mm^2 |
| Hold Path Class | flop to flop |
| Total Routing Usage GR | 0.1732 |
| Crit path max fanout | 8 |
| CP startpoint kind | input port |
| Yosys top cell area share | 0.7015 |
| Warning total across the stage logs | 31 |
| Period utilisation layout | 0.7487 |
| Row cnt | 50 |
| Avg Vias per Cell | 5.514 |
| Slew margin rel. | 0.5603 |
| Final WL | 14.91 mm |
| Ys async rst share | 0 |
| Biggest area cells | sky130_fd_sc_hd__edfxtp_1 70%, sky130_fd_sc_hd__mux4_2 9.4%, sky130_fd_sc_hd__mux2i_1 2.3% |
| WP data required | 6.17 ns |
| Level count of the clock H-tree | 4 |
| Setup TNS after final layout | 0 ns |
| Clock transition at the registers of the reported paths | 0.07 ns |
| Max Clock Skew | 0.009064 ns |
| Number of buffers added by the clock tree synthesis step | 17 |
| Hold buffer count at CTS | 0 |
| Mapped cell area | 0.007705 sq mm |
| FP Core Util | 0.4105 |
| Endpoint of the worst hold path | data_Out[0] |
| CTS tree | yes |
| Chip footprint | 0.01982 sq mm |
==> layer usage <==
metal	wire [um]	GRT usage	vias up
met5	0	0	-
met4	178	0.01831	0
met3	1888	0.1118	11
met2	7066	0.2590	203
met1	5780	0.2353	1946
li1	-	-	1810
==> worst max-delay path, cell delays in order <==
cell and delay (ns):
sky130_fd_sc_hd__clkdlybuf4s50_1 0.51, sky130_fd_sc_hd__o31ai_2 0.40, sky130_fd_sc_hd__nand4_2 0.26, sky130_fd_sc_hd__nor3b_1 0.36, sky130_fd_sc_hd__o22ai_2 0.18, sky130_fd_sc_hd__o31ai_1 0.57
sky130_fd_sc_hd__fa_1 0.32, sky130_fd_sc_hd__a21o_1 0.12, sky130_fd_sc_hd__a21oi_1 0.07, sky130_fd_sc_hd__nor2b_1 0.31, sky130_fd_sc_hd__mux2i_1 0.27, sky130_fd_sc_hd__xor2_1 0.09
==> registers in the layout (all words and copies together), names as in the netlist <==
| name | count |
|---|---|
| writeCount | 4 |
| Count | 4 |
| data_Out | 16 |
| readCount | 4 |
| FIFO | 160 |
==> metrics by stage <==
stage / area (sq um) / power [W] / setup WS [ns] / cells
finish: 8996 / 0.003410 / 1.508 / 720
global route: 8996 / 0.003577 / 1.166 / 720
CTS: 8996 / 0.003445 / 1.555 / 720
detailed placement: 8413 / 0.002346 / 1.163 / 688
global placement: 8413 / 0.002344 / 1.252 / 688
floorplan: 7705 / 0.002148 / 2.051 / 421
==> cells in the mapped netlist (3+ instances only) <==
cell	number
sky130_fd_sc_hd__ha_1	12
sky130_fd_sc_hd__edfxtp_1	180
sky130_fd_sc_hd__o22ai_1	3
sky130_fd_sc_hd__dfxtp_1	8
sky130_fd_sc_hd__and3_1	4
sky130_fd_sc_hd__nor3_1	3
sky130_fd_sc_hd__mux2i_1	18
sky130_fd_sc_hd__nor2_1	4
sky130_fd_sc_hd__a211oi_1	16
sky130_fd_sc_hd__mux4_2	32
sky130_fd_sc_hd__nand2b_1	4
sky130_fd_sc_hd__a21o_1	5
sky130_fd_sc_hd__and2_1	8
sky130_fd_sc_hd__o31ai_1	3
sky130_fd_sc_hd__nor4_1	4
sky130_fd_sc_hd__nand2_1	6
sky130_fd_sc_hd__inv_1	10
sky130_fd_sc_hd__a21oi_1	23
sky130_fd_sc_hd__clkbuf_1	11
sky130_fd_sc_hd__nor2b_1	19
sky130_fd_sc_hd__nand4_1	5
sky130_fd_sc_hd__buf_2	7
==> worst max path at each step <==
stage / start / endpoint / slack, ns / cells after the start
after CTS: read / Count[3] / 1.55 / 12
final: read / Count[3] / 1.51 / 12
after global routing: read / Count[3] / 1.17 / 12
==> power groups by stage <==
stage / sequential, W / combinational, W / clock (W)
final: 0.00161 / 0.000712 / 0.00109
after global routing: 0.00162 / 0.000796 / 0.00116
after CTS: 0.00161 / 0.000719 / 0.00112
==> layout by cell type (no fill, tap or decap), drive strengths merged, types with 3 or more instances in the layout <==
master	synthesis	layout
mux4	32	32
clkdlybuf4s50	0	38
edfxtp	180	180
mux2i	18	18
and2	8	8
o21ai	4	4
inv	10	16
nand2	6	6
a21oi	23	23
nor3	3	3
nor2b	19	19
nand2b	4	4
nand4	6	6
a21o	5	5
nor4	5	5
and3	4	4
nor2	4	4
ha	12	12
o31ai	5	5
clkbuf	11	17
buf	9	15
dfxtp	8	8
o22ai	4	4
clkinv	0	6
a211oi	17	17
==> final cells by class <==
class / count / area (sq um) / area share
well taps: 234 / 292.8 / 0.03255
clock buffers: 17 / 425.4 / 0.04729
inverters: 10 / 37.54 / 0.004172
flip-flops and latches: 188 / 5569 / 0.6191
repair buffers: 53 / 493.0 / 0.05480
multi-input cells: 203 / 2021 / 0.2246
clock inverters: 15 / 157.7 / 0.01752
==> cell families after synthesis <==
logic type | count (synthesis) | share of synthesized area
AND-OR/OR-AND | 71 | 0.06642
XOR/XNOR | 3 | 0.003411
adder cells (fa/ha/maj) | 14 | 0.02468
buffers and inverters | 30 | 0.01575
flip-flops | 188 | 0.7223
multiplexers | 50 | 0.1169
AND/OR/NAND/NOR | 65 | 0.05050
Power is estimated from default activity; no workload was simulated.
