File: ./run.sh
#!/bin/bash
# OpenROAD 26Q1-2900-gdf79404cd8, Yosys 0.63+post, stock flow scripts
make -C /OpenROAD-flow-scripts/flow DESIGN_CONFIG=/design/flow/config.mk WORK_HOME=/design/flow/orfs finish
File: ./config.mk
export PLATFORM = sky130hd
export DESIGN_NAME = up_down
export DESIGN_NICKNAME = up_down
export VERILOG_FILES = /design/flow/design.v
export SDC_FILE = /design/flow/constraint.sdc
export NUM_CORES = 4
export LEC_CHECK = 1
export CORE_AREA = 10 10 70 70
export DIE_AREA = 0 0 80 80
File: ./constraint.sdc
current_design up_down

set clk_period 2.0
set clk_io_pct 0.2

create_clock -name clk0 -period $clk_period [get_ports {clock}]

set non_clock_inputs [all_inputs -no_clocks]
set_input_delay [expr $clk_period * $clk_io_pct] -clock clk0 $non_clock_inputs
set_output_delay [expr $clk_period * $clk_io_pct] -clock clk0 [all_outputs]
File: ./design.v
module up_down (d_in,clock,clr,mode,count,ld);
input [7:0]d_in;
input clock, clr,mode,ld;
output reg [7:0] count;
always @ (posedge clock)
  begin
    if (mode)
      count = count+1;
    else if (ld)
      count = d_in;
    else if(clr)
       count =0;
    else 
       count= count -1;
  end
endmodule 
==> deck_impl_summary.md <==
Key Metrics from the Run

Placed design
  – Placer Congestion: approximately 0.97
  – Area after DPL: 807 µm²
  – Placed cells: 132
  – DPL Wire Length: 1310 µm
  – IO buf count: 19

Final timing
  – Max Slew Vio Count: 0
  – Max frequency: 0.575 GHz
  – RSZ-0062 raised after global routing: false
  – Max-slew headroom: 75.7%
  – Min Tclk post-route: about 1.7 ns
  – Setup TNS Final: 0 ns
  – # setup viols final: 0
  – Final period util: 86.9%
  – Clock Skews: 0.00365 ns
  – Worst slew pin tran: 0.362 ns
  – Hold Vio Cnt, Final: 0

Finish
  – Design area: between 800 and 900 µm²
  – Layout area overhead: 48.0%
  – Share of cells above drive strength 1: 11.2%
  – Max FFs per register: 8
  – Final Non-Filler Cells: 135

Synthesis
  – Post-Syn Instances: 67
  – Netlist cell types: 29
  – Synth warnings: 1
  – Ys flop type: dfxtp_1
  – Cell taking the most area after synthesis: dfxtp_1
  – Number of cells in Yosys stat: 67
  – Synth async-reset ratio: 0%
  – Most common cell in the synthesized netlist: dfxtp_1
  – Post-synth area hogs: dfxtp_1 29%, a221oi_1 6.3%, xor2_1 6.3%
  – EDFF count, synth: 0
  – Post-synthesis sequential area ratio: 28.6%
  – Top post-synthesis cells by count: 8 x dfxtp_1, 6 x inv_1
  – Top-area cell share: 28.6%
  – Syn Area/Cell: 8.37 µm²
  – Synthesized flop and latch total: 8
  – Netlist Area Pre-Place: approximately 560 µm²
  – YS chip area: between 500 and 600 µm²

Die
  – Total die area: ~6400 µm²
  – Die width: 80 µm
  – Row Count: 21
  – Core Box Area: 3420 µm²
  – Fp util: 16.4%
  – Die height: 80 µm
  – I/O pins: 20

Drt
  – Antenna cell count: 0
  – Post-route DRC: 0
  – DRT Wirelength: 1640 µm
  – Vias per cell: 4.43
  – DRT antenna net count: 0
  – Vias: 598
  – First-pass DRT Iterations: 5
  – Detailed Route Iter0 Violations: 25
  – WL/cell: roughly 12 µm

Clock network
  – Clk latency of the worst-skew pair: 0.26 ns
  – Clock Tree Root: clkbuf_4
  – Max clock buf depth: 2
  – CTS resizes: 0
  – H-tree depth: 1
  – CTS buffer count: 3
  – Clk pin slew, worst setup/hold paths: 0.06 ns
  – Post-CTS Setup Bufs: 0
  – Clk sinks: 8
  – Hold_buf cts: 0
  – CTS tree: yes

Setup path
  – Worst R2R End: count[7]
  – Crit path largest cell delay: around 0.56 ns
  – Flop2flop setup slack: approximately 0.26 ns
  – CP arrival: approximately 1.9 ns
  – Critical Path RT: approximately 2.1 ns
  – Worst reg2reg startpoint: count[5]
  – Critical Path End Type: register
  – Slowest CP cell: or4_4
  – CP Capture Point: count[7]
  – CP Class: register to register
  – Worst setup startpoint: count[5]
  – CP max FO: 7
  – CP Cell Sequence: or4_4, nor4_1, xor2_1, a221o_1
  – Critical Path Start Type: register
  – Reg2Reg Depth: 4

Power and ir drop
  – Maximum vdd drop: 376 µV
  – Pwr Density: 761 nW/µm²
  – Total power: 631 µW
  – Leakage: 0.302 nW

GRT
  – GR Overflow Total: 0
  – Initial antenna violation count: 0
  – Vias in the first global route: around 570
  – GRT Util Overall: around 5.5%
  – First-pass GRT wire length: approximately 2800 µm
  – Largest net degree at the start of global routing: 11

Run status
  – Status: finished, final reports clean

Flow run
  – MaxCap Viol Count: 0
  – Log Warnings: 26

Min path
  – Hold Crit Class: register to register
## critical path, delay by kind of cell, from the launching register on
family / cells / cell delay (ns)
flops: 1 / 0.37
compound gates: 1 / 0.30
simple gates: 2 / 0.85
xor+xnor: 1 / 0.11
## through the flow
stage / util (%) / worst slack (ns) / hold slack (ns)
3_3_place_gp: 23.6 / 0.124 / 0.555
2_1_floorplan: - / 0.359 / 0.505
6_report: 24.3 / 0.262 / 0.579
5_1_grt: 24.3 / 0.160 / 0.613
3_5_place_dp: 23.6 / 0.0756 / 0.559
4_1_cts: 24.3 / 0.257 / 0.576
## layout make-up
class,count,area [µm²]
timing repair buffer,23,220
clock buffer,3,22.5
multi-input combinational,49,347
fill,386,2590
tap,46,57.6
sequential,8,160
inverter,6,22.5
## worst min path at each step
stage	endpoint	from	slack (ns)	depth (start not counted)
4_1_cts	count[0]	count[0]	0.58	1
5_1_grt	count[0]	count[0]	0.61	1
6_report	count[0]	count[0]	0.58	1
## layout by cell type, fill, tap and decap left out, drive strengths merged, types with 4 or more instances in the layout
master	Yosys	final
xor2	4	4
buf	3	4
dfxtp	8	8
a21oi	4	4
nor2	4	4
inv	6	6
or4	4	4
clkdlybuf4s50	0	19
a221oi	4	4
## layer usage
layer	track usage [%]	wire, µm
met1	8.03	832
met2	6.90	615
met3	3.18	184
met4	0.176	6
met5	0	0
## cell families (layout without fill, tap and decap cells)
family	after synthesis	after routing	share of synthesized area [%]
flops	8	8	28.6
xor+xnor	6	6	9.37
fa+ha+maj	2	2	4.46
compound gates	20	20	25.9
buf+inv	10	32	9.60
simple gates	21	21	22.1
## power by group
part | leakage (nW) | switching (mW) | internal [mW] | total (mW)
registers | 0.0674 | 0.0615 | 0.195 | 0.256
logic | 0.221 | 0.0918 | 0.157 | 0.248
clock network | 0.0138 | 0.0578 | 0.0689 | 0.127
No activity file was given, so power comes from the tool's default toggle rates.
